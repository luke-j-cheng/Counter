--- /design/flow/config.mk ---
export PLATFORM = sky130hd
export DESIGN_NAME = top
export DESIGN_NICKNAME = top
export VERILOG_FILES = /design/flow/design.v
export SDC_FILE = /design/flow/constraint.sdc
export NUM_CORES = 4
export LEC_CHECK = 1
export CORE_UTILIZATION = 50
--- /design/flow/constraint.sdc ---
current_design top

set clk_period 5.4
set clk_io_pct 0.2

create_clock -name clk0 -period $clk_period [get_ports {clk}]

set non_clock_inputs [all_inputs -no_clocks]
set_input_delay [expr $clk_period * $clk_io_pct] -clock clk0 $non_clock_inputs
set_output_delay [expr $clk_period * $clk_io_pct] -clock clk0 [all_outputs]
--- /design/flow/design.v ---
`timescale 1ns / 1ps
module Clockslow(
    input clk,
    output reg newclk = 0
    );
    integer num = 0;
always @(posedge clk) begin
    if (num == 250_000)begin
        num <= 0;
        newclk <= ~newclk;
    end
    else
        num <= num + 1;
end
endmodule
`timescale 1ns / 1ps
module FlipFlop(clk, qbar, d, q);
input wire d;
input clk;
output reg q, qbar;
always @(posedge clk)begin
    q <= d;
    qbar <= ~q;
end
endmodule
`timescale 1ns / 1ps
module clockdivider(
    input clk,
    output reg newclk = 0
    );
    integer num = 0;
always @(posedge clk) begin
    if (num == 1000)begin
        num <= 0;
        newclk <= ~newclk;
    end
    else
        num <= num + 1;
end
endmodule
`timescale 1ns / 1ps
module debouncer(
    input btn,
    input clk,
    output wire btnsig
    );
    wire q0, q1, q2;
    FlipFlop zero(
    .clk(clk),
    .d(btn),
    .q(q0));
    FlipFlop one(
    .clk(clk),
    .d(q0),
    .q(q1));
    FlipFlop two(
    .clk(clk),
    .d(q1),
    .qbar(q2));
    assign btnsig = q2 & q1;
endmodule
`timescale 1ns / 1ps
module display(
    input clk,
    input [3:0] ones,
    input [3:0] tens,
    input [3:0] hundreds,
    output reg [3:0] digit = 0,
    output reg [6:0] number = 0    
    );
    reg [1:0] digcontrol = 0;
    reg [6:0] oneval, tenval, hunval;
    parameter digzero = 7'b1000000;
    parameter digone = 7'b1111001;
    parameter digtwo = 7'b0100100;
    parameter digthree = 7'b0110000;
    parameter digfour = 7'b0011001;
    parameter digfive = 7'b0010010;
    parameter digsix = 7'b0000010;
    parameter digseven = 7'b1111000;
    parameter digeight = 7'b0000000;
    parameter dignine = 7'b0011000;
    always@ (ones)
    begin
        case(ones)
            4'd0 : oneval = digzero;
            4'd1 : oneval = digone;
            4'd2 : oneval = digtwo;
            4'd3 : oneval = digthree;
            4'd4 : oneval = digfour;
            4'd5 : oneval = digfive;
            4'd6 : oneval = digsix;
            4'd7 : oneval = digseven;
            4'd8 : oneval = digeight;
            4'd9 : oneval = dignine;
         endcase
     end
    always@ (tens)
    begin
        case(tens)
            4'd0 : tenval = digzero;
            4'd1 : tenval = digone;
            4'd2 : tenval = digtwo;
            4'd3 : tenval = digthree;
            4'd4 : tenval = digfour;
            4'd5 : tenval = digfive;
            4'd6 : tenval = digsix;
            4'd7 : tenval = digseven;
            4'd8 : tenval = digeight;
            4'd9 : tenval = dignine;
         endcase
     end
    always@ (hundreds)
    begin
        case(hundreds)
            4'd0 : hunval = digzero;
            4'd1 : hunval = digone;
            4'd2 : hunval = digtwo;
            4'd3 : hunval = digthree;
            4'd4 : hunval = digfour;
            4'd5 : hunval = digfive;
            4'd6 : hunval = digsix;
            4'd7 : hunval = digseven;
            4'd8 : hunval = digeight;
            4'd9 : hunval = dignine;
         endcase
     end
    always @(posedge clk)begin
        digcontrol = digcontrol + 1;
        case(digcontrol)
            2'b00 : begin number = oneval; digit = 4'b1110; end
            2'b01 : begin number = tenval; digit = 4'b1101; end
            2'b10 : begin number = hunval; digit = 4'b1011; end
            2'b11 : begin number = 7'b1000000; digit = 4'b0111; end
        endcase
    end
endmodule
`timescale 1ns / 1ps
module scorekeeper(
    input wire clk,
    input wire [2:0] switch,
    input wire btn,
    input wire rst,
    output reg [3:0] ones = 0,
    output reg [3:0] tens = 0,
    output reg [3:0] hundreds = 0
    );
    always @(posedge btn or posedge rst)begin
        if (rst)begin
            ones <= 4'd0;
            tens <= 4'd0;
            hundreds <= 4'd0;
        end   
        else begin
        case(switch)
        3'b001 : begin
            if (ones == 9)begin
                ones <= 0;
                if (tens == 9)begin
                    tens <= 0;
                    hundreds <= hundreds + 1;
                end
                else
                    tens <= tens + 1;
            end
            else
                ones <= ones + 1;
        end
        3'b010 : begin
        if (ones == 8) begin
                ones <= 0;
                if (tens == 9)begin
                    tens <= 0;
                    hundreds <= hundreds + 1;
                end
                else
                    tens <= tens + 1;
        end
        else if (ones == 9) begin
                ones <= 1;
                if (tens == 9)begin
                    tens <= 0;
                    hundreds <= hundreds + 1;
                end
                else
                    tens <= tens + 1;
        end
        else
            ones <= ones + 2;
        end
        3'b100 : begin
            if (ones == 7) begin
                    ones <= 0;
                    if (tens == 9)begin
                        tens <= 0;
                        hundreds <= hundreds + 1;
                    end
                    else
                        tens <= tens + 1;
            end
            else if (ones == 8) begin
                    ones <= 1;
                    if (tens == 9)begin
                        tens <= 0;
                        hundreds <= hundreds + 1;
                    end
                    else
                        tens <= tens + 1;
            end
            else if (ones == 9) begin
                    ones <= 2;
                    if (tens == 9)begin
                        tens <= 0;
                        hundreds <= hundreds + 1;
                    end
                    else
                        tens <= tens + 1;
            end
            else
                ones <= ones + 3;
        end
        3'b111 : begin
            if (ones == 0)begin
                if (tens ^ hundreds) begin
                    ones <= 9;
                    if (tens == 0) begin
                        tens <= 9;
                        hundreds <= hundreds - 1;
                    end
                else
                    tens <= tens - 1;
                end
            end
            else
                ones <= ones -1;
        end
    endcase
    end
end
endmodule
`timescale 1ns / 1ps
module top(
    input clk,
    input btnC,
    input [0:2] sw,
    input btnU,
    output [6:0] seg,
    output [3:0] an,
    output [0:2] led
    );
    wire newclk, slowclk;
    wire [3:0] ones, tens, hundreds;
    wire b1, b2, b3;
    clockdivider NewClockGen(
    .clk(clk),
    .newclk(newclk)
    );
    Clockslow NewSlowClock(
    .clk(clk),
    .newclk(slowclk));
    debouncer one(
    .btn(btnC),
    .clk(slowclk),
    .btnsig(b1));
    scorekeeper Counter(
    .clk(slowclk),
    .switch(sw),
    .btn(b1),
    .rst(btnU),
    .ones(ones),
    .tens(tens),
    .hundreds(hundreds)
    );
    display SegControl(
    .clk(newclk),
    .ones(ones),
    .tens(tens),
    .hundreds(hundreds),
    .digit(an),
    .number(seg)
    );
    assign led[0] = sw[0];
    assign led[1] = sw[1];
    assign led[2] = sw[2];
endmodule
--- /design/flow/run.sh ---
#!/bin/bash
# OpenROAD 26Q1-2900-gdf79404cd8, Yosys 0.63+post, stock flow scripts
make -C /OpenROAD-flow-scripts/flow DESIGN_CONFIG=/design/flow/config.mk WORK_HOME=/design/flow/orfs finish
==> flow_summary.html <==
<h2>Synthesis and place &amp; route</h2>
<table>
<tr><th>Metric</th><th>Value</th></tr>
<tr><th colspan="2">Timing</th></tr>
<tr><td>Count of endpoints failing hold in the final timing report</td><td>0</td></tr>
<tr><td>Relative max-transition margin</td><td>0.5066</td></tr>
<tr><td>Worst Tran Pin Value</td><td>0.7374 ns</td></tr>
<tr><td>Worst Skew</td><td>0.006247 ns</td></tr>
<tr><td>Tightest hold margin</td><td>0.4648 ns</td></tr>
<tr><td>Count of endpoints without a timing constraint</td><td>61</td></tr>
<tr><td>Period Utilization, post-route</td><td>0.6359</td></tr>
<tr><td>Setup Viol. Count Final</td><td>0</td></tr>
<tr><td>Worst Slack Setup Final</td><td>1.966 ns</td></tr>
<tr><td>Post-Route Setup TNS</td><td>0 ns</td></tr>
<tr><td>Final min period</td><td>3.434 ns</td></tr>
<tr><td>Number of register pins that no clock reaches</td><td>50</td></tr>
<tr><td>Fmax</td><td>291.2 MHz</td></tr>
<tr><td>Setup repair after global routing missed its margin</td><td>false</td></tr>
<tr><td>Max-slew violation count</td><td>0</td></tr>
<tr><th colspan="2">Detailed routing</th></tr>
<tr><td>Via count</td><td>4,075</td></tr>
<tr><td>Post-DR vias/cell</td><td>5.376</td></tr>
<tr><td>First-iteration detailed-routing DRC count</td><td>186</td></tr>
<tr><td>Antenna Violating Nets Remaining</td><td>0</td></tr>
<tr><td>Post-detailed-route DRC marker count</td><td>0</td></tr>
<tr><td>Average wire per cell in the routed design</td><td>12.95 µm</td></tr>
<tr><td>Total routed wirelength</td><td>9814 µm</td></tr>
<tr><td>First-pass iteration count of the detailed router</td><td>4</td></tr>
<tr><td>Antenna diodes</td><td>0</td></tr>
<tr><th colspan="2">Power</th></tr>
<tr><td>Internal power of the cells</td><td>0.0007036 W</td></tr>
<tr><td>Sequential Power Share</td><td>0.536</td></tr>
<tr><td>Combinational power share</td><td>0.054</td></tr>
<tr><td>Clock group share of total power</td><td>0.411</td></tr>
<tr><td>PD cells</td><td>157.1 nW/µm²</td></tr>
<tr><td>Switching share of total power</td><td>0.2297</td></tr>
<tr><td>Switching component of the power</td><td>0.0002098 W</td></tr>
<tr><td>Maximum resistive drop on vdd</td><td>0.0001578 V</td></tr>
<tr><td>Static Leak</td><td>2.229 nW</td></tr>
<tr><th colspan="2">CTS</th></tr>
<tr><td>Number of buffers created by CTS</td><td>9</td></tr>
<tr><td>Clock input transition at the sequential cells of the worst setup and hold paths</td><td>0.07 ns</td></tr>
<tr><td>Buffers from clock root to sink, at most</td><td>2</td></tr>
<tr><td>Insertion delay to the later sink of the worst-skew pair</td><td>0.34 ns</td></tr>
<tr><td>Clk root buf</td><td>clkbuf_8</td></tr>
<tr><td>Number of H-tree levels</td><td>3</td></tr>
<tr><td>CTS resizes</td><td>0</td></tr>
<tr><td>Number of buffers inserted by hold repair at cts</td><td>0</td></tr>
<tr><td>TritonCTS clock tree</td><td>done</td></tr>
<tr><td>Count of buffers added by post-CTS timing repair for setup</td><td>0</td></tr>
<tr><th colspan="2">Worst setup path</th></tr>
<tr><td>Biggest cell delay along the critical path</td><td>0.73 ns</td></tr>
<tr><td>Endpoint kind of the worst setup timing path</td><td>primary output</td></tr>
<tr><td>Maximum net fanout on the critical path</td><td>15</td></tr>
<tr><td>CP Data Required Time</td><td>4.32 ns</td></tr>
<tr><td>Crit path buf inv count</td><td>2</td></tr>
<tr><td>Most used cell along the critical path</td><td>clkdlybuf4s50_1</td></tr>
<tr><td>Endpoint arrival time on the critical path</td><td>2.35 ns</td></tr>
<tr><td>Type of origin of the critical path</td><td>input pin</td></tr>
<tr><td>Critical Path Slowest Stage Cell</td><td>clkdlybuf4s50_1</td></tr>
<tr><td>Series of cell instances along the critical path</td><td>clkdlybuf4s50_1 -&gt; clkdlybuf4s50_1</td></tr>
<tr><td>Start-to-end type of the worst setup path</td><td>input pin to primary output</td></tr>
<tr><td>Critical path's top delay family</td><td>buffers and inverters</td></tr>
<tr><th colspan="2">Yosys</th></tr>
<tr><td>Syn Std Cell Area</td><td>5420 µm²</td></tr>
<tr><td>YS chip area</td><td>5420 µm²</td></tr>
<tr><td>Ys flop type</td><td>dfxtp_1</td></tr>
<tr><td>Number of cell instances after yosys synthesis</td><td>616</td></tr>
<tr><td>Ys flops</td><td>116</td></tr>
<tr><td>FFs w/ async S/R, synth</td><td>0.1034</td></tr>
<tr><td>Number of enable-type register cells in the synthesized netlist</td><td>2</td></tr>
<tr><td>Unique cell types</td><td>65</td></tr>
<tr><td>Average size of a mapped cell</td><td>8.799 µm²</td></tr>
<tr><td>Instance count of the mapped netlist</td><td>616</td></tr>
<tr><td>Yosys warning count</td><td>5</td></tr>
<tr><th colspan="2">Global route</th></tr>
<tr><td>Pin count of the biggest net entering global routing</td><td>20</td></tr>
<tr><td>Global-route wire length before repair</td><td>17,400 µm</td></tr>
<tr><td>Grt met2 use</td><td>0.3080</td></tr>
<tr><td>GRT Residual Overflow</td><td>0</td></tr>
<tr><td>GRT Util Overall</td><td>0.1938</td></tr>
<tr><td>GRT met1 Usage</td><td>0.3025</td></tr>
<tr><td>Met3 track demand over resource in global routing</td><td>0.02251</td></tr>
<tr><td>Initial antenna violation count</td><td>0</td></tr>
<tr><td>Layer carrying the most global-route usage</td><td>met2</td></tr>
<tr><td>Number of global-route vias before repair</td><td>3,804</td></tr>
<tr><th colspan="2">Run status</th></tr>
<tr><td>Run status</td><td>finished clean</td></tr>
<tr><th colspan="2">Flow run</th></tr>
<tr><td>Tool Warnings</td><td>41</td></tr>
<tr><td>Tally of max-capacitance violations</td><td>0</td></tr>
<tr><th colspan="2">Floorplan</th></tr>
<tr><td>Cell row count</td><td>37</td></tr>
<tr><td>Top Ports</td><td>20</td></tr>
<tr><td>Pre-Place Util</td><td>0.5204</td></tr>
<tr><td>Vertical die size</td><td>106.1 µm</td></tr>
<tr><td>Die Span X</td><td>106.1 µm</td></tr>
<tr><td>Core ar.</td><td>10,420 µm²</td></tr>
<tr><td>DIE AREA</td><td>11,260 µm²</td></tr>
<tr><th colspan="2">Hold path</th></tr>
<tr><td>Path class of the lowest-slack min-delay path</td><td>flop to flop</td></tr>
<tr><th colspan="2">Final layout</th></tr>
<tr><td>Combinational gate area</td><td>2860 µm²</td></tr>
<tr><td>Layout overhead on the synthesized area</td><td>7.295%</td></tr>
<tr><td>Fin cells</td><td>758</td></tr>
<tr><td>Filler cell count in the final layout</td><td>951</td></tr>
<tr><td>Storage element area</td><td>2297 µm²</td></tr>
<tr><td>Fraction of layout instances using a drive strength above 1</td><td>0.04984</td></tr>
<tr><th colspan="2">Placed design</th></tr>
<tr><td>RePlAce Congestion</td><td>0.8486</td></tr>
<tr><td>Total placed cells including tap cells</td><td>742</td></tr>
<tr><td>Place WS</td><td>1.963 ns</td></tr>
<tr><td>Count of input and output buffers</td><td>19</td></tr>
<tr><td>Post-detail-place hpwl</td><td>7279 µm</td></tr>
</table>
## synth_stat cells, types with 3 or more instances
library cell | number | share of area
ha_1 | 22 | 0.051
inv_1 | 31 | 0.021
dfxtp_1 | 81 | 0.30
o21ai_1 | 6 | 0.0055
nand2_1 | 57 | 0.039
nand2b_1 | 6 | 0.0069
dlxtn_1 | 21 | 0.058
o211ai_1 | 3 | 0.0042
o32ai_1 | 3 | 0.0048
buf_2 | 9 | 0.0083
a221oi_1 | 4 | 0.0065
xor2_1 | 28 | 0.045
and4_1 | 4 | 0.0065
nor3_1 | 10 | 0.0092
nand4_1 | 15 | 0.017
buf_4 | 5 | 0.0069
a22oi_1 | 6 | 0.0083
buf_1 | 3 | 0.0021
clkbuf_1 | 11 | 0.0076
nor4_1 | 10 | 0.012
xnor2_1 | 45 | 0.073
o21ai_0 | 26 | 0.024
and2_1 | 3 | 0.0035
nand3_1 | 29 | 0.027
a21oi_1 | 20 | 0.018
o22ai_1 | 3 | 0.0035
nor2b_1 | 5 | 0.0058
and3_1 | 15 | 0.017
dfrtp_1 | 12 | 0.055
nor2_1 | 72 | 0.050
nor4b_1 | 4 | 0.0065
nand3b_1 | 3 | 0.0042
## state kept, by name (all words and copies together), names as in the netlist, 2 cells and up
register and count:
SegControl.oneval 7, SegControl.hunval 7, NewClockGen.num 32, Counter.tens 4, Counter.ones 4, SegControl.number 7, SegControl.tenval 7, SegControl.digit 4
SegControl.digcontrol 2, Counter.hundreds 4, NewSlowClock.num 32
## area by class of cell
class	count	share of cell area
clock buffers	12	0.02689
clock inverters	4	0.004303
inverters	31	0.02001
multi-input cells	440	0.4918
flip-flops and latches	116	0.3950
well taps	136	0.02926
repair buffers	19	0.03270
## power groups by stage
stage | Clock (W) | Sequential, W | Combinational, W
after CTS | 0.000389 | 0.000489 | 0.0000491
after global routing | 0.000408 | 0.000489 | 0.0000553
final | 0.000375 | 0.000489 | 0.0000492
## kinds of logic (layout without fill, tap and decap cells)
group           Yosys count  count (layout)  share of synthesized area
compound gates           94              94                     0.1184
xor+xnor                 73              73                     0.1180
fa+ha+maj                22              22                    0.05078
buf+inv                  60              66                    0.04848
flops                    95              95                     0.3657
latches                  21              21                    0.05817
mux                       1               1                   0.002077
simple gates            250             250                     0.2385
## path summary, 6_finish.rpt
check | start | to | slack, ns | depth (start not counted)
worst min-delay path | NewClockGen.num[31]$_SDFF_PN0_ | NewClockGen.num[31]$_SDFF_PN0_ | 0.46 | 1
worst min register to register | NewClockGen.num[31]$_SDFF_PN0_ | NewClockGen.num[31]$_SDFF_PN0_ | 0.46 | 1
worst max register to register | NewClockGen.num[0]$_SDFF_PN0_ | NewClockGen.num[30]$_SDFF_PN0_ | 3.33 | 7
worst max-delay path | sw[0] | led[0] | 1.97 | 2
## cell usage in the layout (no fill, tap or decap), types with 3 or more instances in the layout
| cell type | instances |
|---|---|
| a22oi_1 | 6 |
| dlxtn_1 | 21 |
| o22ai_1 | 3 |
| o32ai_1 | 3 |
| nor2b_1 | 5 |
| clkbuf_8 | 9 |
| and2_1 | 3 |
| nor2_1 | 72 |
| nand2_1 | 57 |
| a21oi_1 | 20 |
| nand3b_1 | 3 |
| inv_1 | 31 |
| o21ai_1 | 6 |
| o211ai_1 | 3 |
| xor2_1 | 28 |
| nand4_1 | 15 |
| nand3_1 | 29 |
| ha_1 | 22 |
| dfrtp_1 | 12 |
| clkdlybuf4s50_1 | 19 |
| nor4_1 | 10 |
| and3_1 | 15 |
| o21ai_0 | 26 |
| nor3_1 | 10 |
| a221oi_1 | 4 |
| dfxtp_1 | 81 |
| nor4b_1 | 4 |
| xnor2_1 | 45 |
| nand2b_1 | 6 |
| and4_1 | 4 |
## metrics by stage
step	instance area, µm²	utilization	total power, W
final	5816	0.5583	0.0009134
after floorplan	5420	-	0.0005381
after CTS	5816	0.5583	0.0009272
after detailed placement	5634	0.5409	0.0005493
after global placement	5634	0.5409	0.0005491
after global routing	5816	0.5583	0.0009519
## metal layers
metal  wire length (µm)  share of wire  up-vias
met5                  0              0        -
met4                139          0.014        0
met3                327          0.033       11
met2               4368           0.45       68
met1               4978           0.51     1884
li1                   -              -     2112
Power is estimated from default activity; no workload was simulated.
